==> design/flow/run.sh <==
#!/bin/bash
# OpenROAD 26Q1-2900-gdf79404cd8, Yosys 0.63+post, stock flow scripts
make -C /OpenROAD-flow-scripts/flow DESIGN_CONFIG=/design/flow/config.mk WORK_HOME=/design/flow/orfs finish
==> design/flow/config.mk <==
export PLATFORM = sky130hd
export DESIGN_NAME = sequence_detectorMN
export DESIGN_NICKNAME = sequence_detectorMN
export VERILOG_FILES = /design/flow/design.v
export SDC_FILE = /design/flow/constraint.sdc
export NUM_CORES = 4
export LEC_CHECK = 1
export CORE_AREA = 10 10 95 95
export DIE_AREA = 0 0 105 105
==> design/flow/constraint.sdc <==
current_design sequence_detectorMN

set clk_period 6.7
set clk_io_pct 0.2

create_clock -name clk0 -period $clk_period [get_ports {clk}]

set non_clock_inputs [all_inputs -no_clocks]
set_input_delay [expr $clk_period * $clk_io_pct] -clock clk0 $non_clock_inputs
set_output_delay [expr $clk_period * $clk_io_pct] -clock clk0 [all_outputs]
==> design/flow/design.v <==
module sequence_detectorMN(
		input clk,
		input rst_n,
		input data_in,
		input [5:0]N,
		input [4:0]M,
		output reg detec_pluse
	);
reg [6:0] count_in_A;
reg [11:0] count_in_all_A;
reg [2:0] state;
parameter S0_1 = 1,S0_0 = 2,S1_1 = 3,S1_0 = 4;
always @(posedge clk)begin
	if(!rst_n)begin
		state<=S0_1;
		count_in_A<= 'd0;
		count_in_all_A <= 'd0;
	end
	else begin
		case (state)
		S0_1: begin
			if((data_in==1'b1)&&(count_in_A<N-1))begin
				count_in_A <= count_in_A+1;
				state<=S0_1;
			end
			else if ((data_in==1'b0)&&(count_in_A<N-1)) begin
				count_in_A <= 'd0;
				state<=S0_1;
			end
			else if ((data_in==1'b1)&&(count_in_A==N-1))begin
				count_in_A <= 'd0;
				state<=S0_0;
			end
			else if ((data_in==1'b0)&&(count_in_A==N-1)) begin
				count_in_A <= 'd0;
				state<=S0_1;
			end
		end
		S0_0: begin
			if((data_in==1'b0)&&(count_in_A<N-1))begin
				count_in_A <= count_in_A+1;
				state<=S0_0;
			end
			else if ((data_in==1'b1)&&(count_in_A<N-1)) begin
				count_in_A <= 'd0;
				state<=S0_1;
			end
			else if ((data_in==1'b0)&&(count_in_A==N-1))begin
				count_in_A <= 'd0;
				count_in_all_A <= 'd1;
				state<=S1_1;
			end
			else if ((data_in==1'b1)&&(count_in_A==N-1))begin
				count_in_A <= 'd0;
				state<=S0_1;
			end
		end
		S1_1: begin
			if((data_in==1'b1)&&(count_in_A<N-1))begin
				count_in_A <= count_in_A+1;
				state<=S1_1;
			end
			else if ((data_in==1'b0)&&(count_in_A<N-1)) begin
				count_in_A <= 'd0;
				count_in_all_A <= 'd0;
				state<=S0_1;
			end
			else if ((data_in==1'b1)&&(count_in_A==N-1))begin
				count_in_A <= 'd0;
				state<=S1_0;
			end
			else if ((data_in==1'b0)&&(count_in_A==N-1)) begin
				count_in_A <= 'd0;
				count_in_all_A <= 'd0;
				state<=S0_1;
			end
		end
		S1_0: begin
			if((data_in==1'b0)&&(count_in_A<N-1))begin
				count_in_A <= count_in_A+1;
				state<=S1_0;
			end
			else if ((data_in==1'b1)&&(count_in_A<N-1)) begin
				count_in_A <= 'd0;
				count_in_all_A <= 'd0;
				state<=S0_1;
			end
			else if ((data_in==1'b0)&&(count_in_A==N-1))begin
				count_in_A <= 'd0;
				count_in_all_A <= count_in_all_A+'d1;
				state<=S1_1;
			end
			else if ((data_in==1'b1)&&(count_in_A==N-1))begin
				count_in_A <= 'd0;
				count_in_all_A <= 'd0;
				state<=S0_1;
			end
		end
		endcase
	end
end
always@(posedge clk)begin
	if (!rst_n)begin
		detec_pluse<=1'b0;
	end
	else if((count_in_all_A==M-1)&&(state==S1_0)&&(data_in==1'b0)&&(count_in_A==N-1))begin
		detec_pluse<=1'b1;
		count_in_all_A<=1'b0;
	end
	else begin
		detec_pluse<=1'b0;
	end
end
endmodule
==> results_slide.txt <==
Implementation Results

CTS
  – TritonCTS Buffers: 3
  – CTS root buf: clkbuf_8
  – Post_cts resized: 0
  – Max H-tree Level: 1
  – Clk slew on worst S/H paths: 60 ps
  – Clock sink count: 12
  – Clock Tree Buf Depth: 2
  – Post-cts hold buffer count: 0
  – Latency at later pin: 240 ps
  – Setup Fix Bufs, Post-CTS: 0
  – CTS tree: built

Pwr
  – Net Sw Frac: 24.2%
  – Clk pwr share: roughly 44%
  – Cell Int Power: 0.139 mW
  – Peak VDD IR: 0.0000606 V
  – Sw Pwr: 0.0444 mW
  – LEAKAGE: 0.450 nW
  – Reg power frac: 39.8%
  – Power Dens Cells: 141 nW/µm²
  – Combinational share of power: 16.3%

Setup path
  – WS Path Type: primary input to register
  – Critical path launch point type: primary input
  – Worst EP required: 6840 ps
  – Crit path max fanout: 14
  – Crit end category: register
  – Signal arrival time at the worst endpoint: 3980 ps

Detailed routing
  – Vias/cell: 4.07
  – Diode count: 0
  – WL final: 2.35 mm
  – Number of routed nets with antenna violations: 0
  – Met3 routed WL: 152 µm
  – Met1 WL: between 1 and 1.5 mm
  – Total number of vias: 932
  – Top Layer Used: met4
  – Drt wl/cell: 10.2 µm
  – Met2 WL post-DR: 832 µm
  – Drt first pass iters: 4
  – DRC: 0
  – Drt first-iter violations: 65

Cells and area
  – Area Growth Syn to Fin: 26.0%
  – Most numerous logic cells after layout: clkdlybuf4s50_1, dfxtp_1, nor2_1
  – Layout cell share with drive strength beyond 1: 10.5%
  – Most frequent logic cell in the layout: clkdlybuf4s50_1
  – Util after Layout: around a fifth

Flow run
  – Tool warnings: 25
  – Max-cap violations: 0

STA
  – Final Max Slew Viols: 0
  – Fin. Hold Viols: 0
  – Final setup fails: 0
  – RSZ-0062 raised after global routing: no
  – Slew HR: 42.5%
  – Period utilization: 57.4%
  – Slew @ Worst Pin: 855 ps
  – Setup Skew: 3.33 ps
  – Setup TNS Final: 0 ps
  – Tmin final: just under 4000 ps
  – Highest clock rate: 260 MHz

Floorplanning
  – Row count: 30
  – Fp_density: 15.0%
  – Die height: 105 µm
  – IO Pins: 15
  – Core Area: around 7000 µm²
  – Die Area: 11000 µm²
  – Chip Width: 105 µm

Placed design
  – Post-DP HPWL: about 1.8 mm
  – GP Congestion: 0.798
  – IO buf count: 14

Logic synthesis
  – Post-synth top area cell: dfxtp_1
  – Synthesized netlist cell count: 120
  – # Cells Yosys: 120
  – Top-area cell type share of the netlist area: a little under a quarter
  – Main area contributors: dfxtp_1, ha_1, a211oi_2, nor2_1, and3_1
  – Warnings from Yosys: 25
  – Fraction of registers with async set/reset: 0%
  – Synth Cell Area: 1030 µm²
  – Post-synth seq share: 23.2%
  – Yosys chip area: 1030 µm²
  – Number of enable flip-flop cells: 0
  – #FFs+latches synth: 12
  – Yosys cell types: 45
  – Ys flop type: dfxtp_1
  – Syn avg cell area: 8.62 µm²

Global routing
  – GRT overflow: 0
  – Antenna violations before repair: 0
  – Vias in the first global route: around 910
  – Largest net degree at the start of global routing: 15
  – First-pass GRT wire length: 4.27 mm
  – GRT Util Overall: 4.34%

Outcome
  – Status: finished clean

Hold path
  – Min-Delay Path Class: register to register
cell families (layout without fill, tap and decap cells):
logic type               after synthesis  after routing  share of synthesized area, %
multiplexers                           2              2                          2.42
AND-OR/OR-AND                         34             34                          25.5
buffers and inverters                 10             23                          6.29
XOR/XNOR                               5              5                          4.23
flip-flops                            12             12                          23.2
adder cells (fa/ha/maj)                8              8                          9.67
AND/OR/NAND/NOR                       49             49                          28.7
final cells by class:
class | instances | area (µm²)
Inverter | 5 | 18.8
Fill cell | 786 | 5600
Sequential cell | 12 | 240
Multi-Input combinational cell | 98 | 729
Timing Repair Buffer | 14 | 140
Clock buffer | 4 | 55.1
Tap cell | 96 | 120
path summary, 6_finish.rpt:
path / slack, ps / end / cells past startpoint / startpoint
worst min register to register: 520 / count_in_A[6]$_SDFFE_PN0P_ / 2 / count_in_A[6]$_SDFFE_PN0P_
worst min-delay path: 520 / count_in_A[6]$_SDFFE_PN0P_ / 2 / count_in_A[6]$_SDFFE_PN0P_
worst max-delay path: 2860 / count_in_A[0]$_SDFFE_PN0P_ / 10 / N[2]
worst max register to register: 4550 / count_in_A[4]$_SDFFE_PN0P_ / 7 / count_in_A[0]$_SDFFE_PN0P_
worst max-delay path, cell delays in order:
cell and delay, ps:
clkdlybuf4s50_1 520, nor3_4 280, nand3_1 130, xor2_1 160
ha_1 340, a211oi_2 220, nand2_1 110, o21ai_2 430
o21ai_1 190, a32o_1 280
per-layer routing:
metal	vias up	GRT usage, %
met5	-	0
met4	0	0.0980
met3	2	1.37
met2	27	5.52
met1	417	7.11
li1	486	-
sequential cells by signal, summed over array words and instances (netlist names):
name	cells
state	4
count_in_A	7
detec_pluse	1
power groups by stage:
stage	clock network, mW	registers [mW]	logic, mW
after CTS	0.0822	0.0732	0.0299
after global routing	0.0861	0.0733	0.0337
final	0.0805	0.0732	0.0300
Yosys cell counts (4+ instances only):
cell / count
a211oi_1: 4
and3_1: 5
nand4_1: 4
nand2_1: 7
o21ai_0: 5
ha_1: 8
nand3_1: 4
inv_1: 5
nor2_1: 9
nor3_1: 6
dfxtp_1: 12
stage by stage:
step | instances | hold WS (ps) | worst slack, ps | total power [mW] | instance area (µm²)
floorplan | 120 | 484 | 3370 | 0.0926 | 1030
global placement | 225 | 511 | 2660 | 0.104 | 1250
detailed placement | 225 | 520 | 2610 | 0.105 | 1250
CTS | 229 | 529 | 2840 | 0.185 | 1300
global route | 229 | 580 | 2620 | 0.193 | 1300
finish | 229 | 525 | 2860 | 0.184 | 1300
No activity file was given, so power comes from the tool's default toggle rates.
